--- design/flow/config.mk ---
export PLATFORM = sky130hd
export DESIGN_NAME = VendMachine
export DESIGN_NICKNAME = VendMachine
export VERILOG_FILES = /design/flow/design.v
export SDC_FILE = /design/flow/constraint.sdc
export NUM_CORES = 4
export LEC_CHECK = 1
export CORE_UTILIZATION = 30
--- design/flow/constraint.sdc ---
current_design VendMachine

set clk_period 6.9
set clk_io_pct 0.2

create_clock -name clk0 -period $clk_period [get_ports {clk}]

set non_clock_inputs [all_inputs -no_clocks]
set_input_delay [expr $clk_period * $clk_io_pct] -clock clk0 $non_clock_inputs
set_output_delay [expr $clk_period * $clk_io_pct] -clock clk0 [all_outputs]
--- design/flow/design.v ---
`timescale 1ns / 1ns
module Clock(clk, trig_1Hz, trig_2Hz);
    input clk;
    output trig_1Hz, trig_2Hz;
    parameter N = 100_000_000;  
    reg [26:0] counter=0;  
    always@(posedge clk)
      if (counter < N) counter <= counter + 1; 
      else counter <= 1;  
    assign trig_1Hz = (counter == N);
    assign trig_2Hz = (counter % (N/2) == 0); 
endmodule
`timescale 1ns / 1ns
module Display(clk, display_input, an, seg);
	input clk;
	input [15:0] display_input;
	output reg [3:0] an;  
	output reg [0:7] seg;  
    reg [18:0] counter;  
    wire clk250Hz;
    assign clk250Hz = (counter == 1);  
    parameter N = 400_000;  
    always@(posedge clk) 
      if (counter < N-1) counter <= counter + 1; 
      else counter <= 0;
    reg [1:0] mod4;  
    always@(posedge clk)  
       if (clk250Hz == 1)  
            if (mod4 < 3) mod4 <= mod4 + 1; 
            else mod4 <= 0;
   reg [3:0] bcd;
   always@(*)
        case (mod4)
            3: {an, bcd} = {4'b0111, display_input[15:12]};
            2: {an, bcd} = {4'b1011, display_input[11:8]};
            1: {an, bcd} = {4'b1101, display_input[7:4]};
            0: {an, bcd} = {4'b1110, display_input[3:0]};
        endcase
    always@(*) 
      begin
        case(bcd)       
            0: seg = 8'b0000_0011;  
            1: seg = 8'b1001_1111;  
            2: seg = 8'b0010_0101;  
            3: seg = 8'b0000_1101;  
            4: seg = 8'b1001_1001;  
            5: seg = 8'b0100_1001;  
            6: seg = 8'b0100_0001;  
            7: seg = 8'b0001_1111;  
            8: seg = 8'b0000_0001;  
            9: seg = 8'b0000_1001;  
            'hA: seg = 8'b1111_1101;  
            'hC: seg = 8'b0110_0010;  
            default : seg = 8'b1111_1111;  
        endcase
        if (mod4 == 1) seg[7] = 0;  
      end
endmodule
`timescale 1ns / 1ps
module Int_to_BCD(money, bcd);
    input [9:0] money;  
	output reg [15:0] bcd;  
    parameter MAX = 9999; 
    parameter BLANK = 4'hF; 
    wire [13:0] n;
    wire [3:0] d3, d2, d1, d0;  
    wire [3:0] x3, x2;  
    assign n = (money > MAX)? MAX : money;  
    assign d0 = n % 10;          
    assign d1 = (n/10) % 10;     
    assign d2 = (n/100) % 10;    
    assign d3 = (n/1000) % 10;   
    assign x3 = (d3==0)? BLANK : d3; 
    assign x2 = ({d3,d2}==0)? BLANK : d2; 
    always @(*)
        bcd = {x3,x2,d1,d0}; 
endmodule
`timescale 1ns / 1ps
module PB_Capture(clk, button, trig);
    input clk, button;
    output reg trig;
    reg reg1, reg2;
    always @(posedge clk) 
    begin
        reg1 <= button; 
        reg2 <= reg1; 
        trig <= reg1 & ~reg2; 
    end
endmodule
`timescale 1ns / 1ns
module VendMachine(
	input wire clk, btnU, btnL, btnR, btnD, btnC, 
	input wire [3:1] sw, 
	output [3:0] an,  
	output [0:7] seg,  
	output reg [15:0]led = 0 
    );
    parameter IDLE=0, COIN=1, VEND=2, REFUND=3; 
    parameter MSB=3, LSB=1;  
    parameter VEND_TIME = 1;  
    parameter REFUND_TIME = 2;  
    integer i = 20; 
    reg [3:0] timer=0;  
    reg [1:0] state=0;  
    reg [2:0] sw_reg; 
    reg [1:0] index;  
    reg [9:0] money=0, price=0;  
    reg [15:0] display_input;  
    Display display (clk, display_input, an, seg);
    wire trig_1Hz, trig_2Hz;
    Clock clock (clk, trig_1Hz, trig_2Hz);
    wire [15:0] bcd;  
    Int_to_BCD convert (money, bcd);
    wire [3:0] trig;  
    PB_Capture pb1(clk, btnC, trig[0]);  
    PB_Capture pb2(clk, btnL, trig[1]);  
    PB_Capture pb3(clk, btnR, trig[2]);  
    PB_Capture pb4(clk, btnD, trig[3]);  
    always@ (posedge clk)
        case (state)
            IDLE:    
               begin 
                    display_input <= 16'hF000; 
                    if (trig_2Hz == 1)  
                        led[MSB:LSB] <= ~led[MSB:LSB]; 
                        money <= 0; 
                    if (sw[MSB:LSB] > 0) 
                        begin 
                            price <= sw[LSB]? 30 : sw[LSB+1]? 70 : 110;
                            index <= sw[LSB]? 0 : sw[LSB+1]? 1 : 2; 
                            sw_reg <= sw[MSB:LSB]; 
                            led[15:4] <= ~led[15:4]; 
                            led[0] <= ~led[0]; 
                            led[MSB:LSB] <= ~led[MSB:LSB]; 
                            state <= COIN; 
                        end 
                end 
            COIN:    
                begin 
                    display_input <= bcd; 
                    led[MSB:LSB] <= ~led[MSB:LSB] & sw_reg; 
                    if (money >= price) 
                        begin 
                            state <= VEND; 
                            timer <=0;  
                        end
                    else if (trig[0])  
                        begin
                            state <= REFUND; 
                            timer<=0; 
                        end
                    else if (trig[1])  
                        begin
                            money <= money + 20; 
                            timer<=0; 
                        end
                    else if (trig[2])  
                        begin
                            money <= money + 50; 
                            timer<=0; 
                        end
                    else if (trig[3])  
                        begin
                            money <= money + 100; 
                            timer<=0; 
                        end
                    if (trig_1Hz == 1)  
                        if (timer < 10) 
                            timer <= timer + 1; 
                                if (timer == 10) 
                                    begin
                                        state <= REFUND; 
                                        timer <= 0; 
                                    end
                end
            VEND:    
                begin 
                led[15:4]<=0; 
                led[0]<=0; 
                    if (trig_1Hz == 1) 
                        begin
                          i<=i-1; 
                        case(i) 
                            20: 
                                begin
                                    display_input = 16'hF200;
                                    led[LSB+index] = 0; 
                                end
                            19: 
                                begin
                                    display_input = 16'hF190;
                                    led[LSB+index] = 1; 
                                end
                            18: 
                                begin
                                    display_input = 16'hF180;
                                    led[LSB+index] = 0; 
                                end
                            17:
                                begin
                                    display_input = 16'hF170;
                                end
                            16: 
                                begin
                                    display_input = 16'hF160;
                                end
                            15: 
                                begin
                                    display_input = 16'hF150;
                                end
                            14: 
                                begin
                                    display_input = 16'hF140;
                                end
                            13: 
                                begin
                                    display_input = 16'hF130;
                                end
                            12: 
                                begin 
                                    display_input = 16'hF120;
                                end
                            11: 
                                begin 
                                    display_input = 16'hF110;
                                end
                            10: 
                                begin 
                                    display_input = 16'hF010;
                                end
                            9: 
                                begin
                                    display_input = 16'hF090;
                                end
                            8:
                                begin
                                    display_input = 16'hF080;
                                end
                            7: 
                                begin
                                    display_input = 16'hF070;
                                end
                            6: 
                                begin
                                    display_input = 16'hF060;
                                end
                            5: 
                                begin
                                    display_input = 16'hF050;
                                end
                            4: 
                                begin
                                    display_input = 16'hF040;
                                end
                            3: 
                                begin
                                    display_input = 16'hF030;
                                end
                            2: 
                                begin
                                    display_input = 16'hF020;
                                end
                            1:
                                begin
                                    display_input = 16'hF010;
                                end
                            0: 
                                begin 
                                    display_input = 16'hF000;
                                    state <= REFUND; 
                                    i <= 20; 
                                    money <= money - price; 
                                end
                        endcase 
                end
            end 
            REFUND:   
                begin 
                    display_input <= {4'hA, bcd[11:0]}; 
                    led[MSB:LSB] <= 0; 
                    if (trig_1Hz == 1)  
                       if (timer < REFUND_TIME) timer <= timer + 1; 
                    if (timer == REFUND_TIME) 
                        if (sw[MSB:LSB]==0)  
                            begin
                                led <= 0; 
                                state <= IDLE; 
                            end
                end 
        endcase
endmodule
--- design/flow/run.sh ---
#!/bin/bash
# OpenROAD 26Q1-2900-gdf79404cd8, Yosys 0.63+post, stock flow scripts
make -C /OpenROAD-flow-scripts/flow DESIGN_CONFIG=/design/flow/config.mk WORK_HOME=/design/flow/orfs finish
==> run summary <==
The synthesis and PnR run went through. Number of buffers created by CTS landed at 17. The first global-routing pass estimated 52,900 um of wire. Number of inserted diodes landed at 0. Summing over every cut layer, the via total after detailed routing is 11,400. Maximum number of pins on one net before global-route repair landed at 35. At the worst endpoint, the required time is 7070 ps.

The initial antenna violation count came to 0. In the final run the clock tree shows a worst skew of 9.82 ps. Per the hold report, the tightest min-delay path originates at pb2.reg1. Setup repair after global routing could not meet its margin everywhere. The sequential cells in the finished layout cover a total of 0.00381 mm^2. Final tally of max-slew violations landed at 0. Of the synthesized area, sequential elements account for 0.321. The timing report attributes the biggest portion of critical-path delay to AND-OR/OR-AND gates. In the floorplan report the effective utilization is 0.306. Maximum fanout along the worst path landed at 5.

Per the detailed-route log, wirelength across all metal layers totals 31,400 um. The synthesis stat section lists a flop and latch total of 147. Number of synthesized flops with an enable pin landed at 87.

STA puts the critical path data arrival time at 7040 ps. Chip height landed at 201 um. Maximum frequency from static timing analysis landed at 146 MHz. Worst reg-to-reg path cell count landed at 30. H-tree depth reported by CTS landed at 4. Endpoints failing hold in the final report were tallied at 0. Chip area landed at 0.0404 mm^2. The worst-case reg-to-reg setup slack stands at 30 ps. CTS placed an instance of sky130_fd_sc_hd__clkbuf_16 at the clock tree root. Per the Yosys statistics, synthesis produced 1,481 cells. Counting flops per register, the top entry is i.

Across every metal layer, demand over resource in global routing totals 0.159. Among all stages on the critical path, the maximum delay recorded is 480 ps. Total global routing overflow landed at 0. Per the placement log, port buffering inserted 35 buffers. The total area inside the core boundary comes to 0.0388 mm^2. Area growth from synthesis to layout landed at 28.4%. Once iteration 0 of detailed routing completed, the report listed 635 DRC markers. Number of rows created at floorplan landed at 72. For this run, the chip area from Yosys synthesis comes to 0.0119 mm^2. Number of buffers on the longest clock path landed at 2.

In the final report, the number of endpoints failing setup comes to 0. The smallest clock period supported by the final layout is computed as 6870 ps.

The filler cells instantiated in the layout total 3,719. Per the run summary, max-cap violations total 0. The worst path meets setup with 30.9 ps of slack.

Nets still carrying antenna violations after routing amount to 0. Average vias per placed instance landed at 5.21. OpenSTA, run right after detailed placement, puts the worst setup slack at -328 ps. The tree built by TritonCTS fans out to 147 sinks.

The timing report gives the clock slew at the launch and capture registers of the worst setup and hold paths as 70 ps. Post-detailed-route DRC marker count landed at 0. Clock latency on the worst-skew pair, taken at its later pin, is 430 ps. After routing the design area is 0.0152 mm^2. Flip-flop count of the largest register, all copies and words added landed at 32. Cts-stage hold buffer count landed at 0. STA classifies the critical path startpoint as a flop. TritonCTS built the clock tree. The number of buffers and inverters on the critical path is 5. The most used flip-flop cell after synthesis is sky130_fd_sc_hd__edfxtp_1. Per the final layout report, the fraction of cells sized above drive strength 1 comes to 0.209. Per the timing report, the most critical flop-to-flop path finishes at display_input[7]. Via count of the first global-routing pass landed at 10,700. Average wire length per cell after detail routing landed at 14.3 um. The critical path is of the reg2reg type. Per the detailed placement report, the placed cell area equals 0.0140 mm^2. Distinct cell type count of the synthesized netlist landed at 109. Counting instances, the worst hold path has a depth of 0. Per the layout area report, the combinational gate area comes to 0.00807 mm^2. According to the dpl log, the detail-placed design has an HPWL of 23,300 um. Number of warnings the tools reported landed at 54.

The critical path's slowest stage uses the library cell sky130_fd_sc_hd__edfxtp_1. Measured slew at the worst slew-check pin landed at 884 ps. For the final routed database, the setup TNS stands at 0 ps. The synthesis report gives the async set-or-reset register share as 0. The flow ran to the end, and the final reports show no timing, DRC or antenna violations.

The largest registers in the layout are i: 32 flops, clock.counter: 27 flops, display.counter: 19 flops. Post-route clock period utilization landed at 0.996. According to the I/O placement log, the pin count is 37. In this run the critical register-to-register path is launched from money[2]. Post-synthesis average cell area landed at 8.02 um^2. The worst setup path is captured at a flop. Number of search-and-repair iterations in the first detailed-routing pass landed at 7. Floorplan die width landed at 201 um. The worst pin sits at a relative slew slack of 0.410. The synthesized instance count is 1,481.

Post-synth design cell area landed at 0.0119 mm^2. The worst hold path terminates at pb2.reg2. The type recorded for the worst min-delay path is reg2reg. The final weighted congestion recorded by global placement is 0.952. The warning tally printed by Yosys for this design is 5.
[cells in the mapped netlist, drive strengths merged (6+ instances only)]
cell | n | area (um^2)
nand4 | 20 | 125
o21ai | 96 | 488
inv | 66 | 248
nand2b | 17 | 106
o21a | 11 | 82.6
mux2i | 13 | 134
o211ai | 15 | 113
nor4 | 16 | 115
o31ai | 12 | 104
and3 | 17 | 106
nor3b | 7 | 68.8
nor3 | 49 | 257
and2 | 18 | 115
nand3b | 8 | 60.1
a21oi | 104 | 521
nor4b | 6 | 52.6
edfxtp | 87 | 2610
o31a | 6 | 52.6
a211oi | 21 | 180
o32ai | 7 | 61.3
a21o | 16 | 120
a22oi | 8 | 60.1
nand3 | 55 | 280
clkbuf | 51 | 198
o211a | 6 | 67.6
xor2 | 38 | 333
a211o | 7 | 61.3
or4 | 6 | 45.0
nand2 | 139 | 532
or2 | 10 | 62.6
or3 | 15 | 93.8
a31oi | 18 | 119
dfxtp | 60 | 1200
nor2b | 12 | 75.1
xnor2 | 51 | 447
nor2 | 210 | 796
ha | 48 | 601
buf | 21 | 125
o22ai | 19 | 125
[metal layers]
layer  share of wire  up-vias  global-route usage
li1                -     5774                   -
met1            0.50     5399               0.244
met2            0.46      196               0.255
met3           0.033       21              0.0174
met4           0.011        0              0.0139
met5               0        -                   0
[per-stage QoR]
step | cells | utilization | hold slack, ps
final | 2187 | 0.393 | 344
after floorplan | 1481 | - | 324
after global routing | 2187 | 0.393 | 352
after CTS | 2176 | 0.381 | 351
after global placement | 2137 | 0.360 | 333
after detailed placement | 2137 | 0.360 | 336
[worst register-to-register path: cells and delay by family (launching register included)]
family / cells / cell delay (ps)
AND-OR/OR-AND: 13 / 2820
AND/OR/NAND/NOR: 7 / 1650
multiplexers: 2 / 620
buffers and inverters: 5 / 570
adder cells (fa/ha/maj): 3 / 500
flip-flops: 1 / 480
[how the worst max path moves through the flow]
stage	start	to	slack (ps)	cells past startpoint
final	money[2]	display_input[7]	30	30
after global routing	money[2]	display_input[7]	-260	30
after CTS	money[2]	display_input[7]	7	34
[cell families (layout without fill, tap and decap cells)]
family | Yosys count | after routing | share of synthesized area
simple gates | 620 | 620 | 0.255
other cells | 1 | 1 | 0.000316
buf+inv | 139 | 327 | 0.0484
flops | 147 | 147 | 0.321
compound gates | 414 | 414 | 0.238
fa+ha+maj | 53 | 53 | 0.0556
xor+xnor | 89 | 89 | 0.0656
mux | 18 | 18 | 0.0160
[cell usage in the layout (no fill, tap or decap), types with 7 or more instances in the layout]
cell                                n
sky130_fd_sc_hd__nand2_1          135
sky130_fd_sc_hd__o22ai_1           16
sky130_fd_sc_hd__xor2_1            38
sky130_fd_sc_hd__o31ai_1            8
sky130_fd_sc_hd__a211oi_1          14
sky130_fd_sc_hd__nand3_1           52
sky130_fd_sc_hd__clkbuf_16         17
sky130_fd_sc_hd__o21ai_0           86
sky130_fd_sc_hd__a21o_1            16
sky130_fd_sc_hd__a22oi_1            8
sky130_fd_sc_hd__a21oi_1           98
sky130_fd_sc_hd__inv_1             59
sky130_fd_sc_hd__nor2b_1           12
sky130_fd_sc_hd__ha_1              43
sky130_fd_sc_hd__nand3b_1           8
sky130_fd_sc_hd__nor2_1           205
sky130_fd_sc_hd__nand4_1           20
sky130_fd_sc_hd__nand2b_1          16
sky130_fd_sc_hd__o21a_1            10
sky130_fd_sc_hd__or3_1             13
sky130_fd_sc_hd__clkdlybuf4s50_1   35
sky130_fd_sc_hd__xnor2_1           50
sky130_fd_sc_hd__mux2i_1            9
sky130_fd_sc_hd__o211ai_1          15
sky130_fd_sc_hd__and3_1            15
sky130_fd_sc_hd__a211o_1            7
sky130_fd_sc_hd__a31oi_1           13
sky130_fd_sc_hd__buf_4            186
sky130_fd_sc_hd__dfxtp_1           60
sky130_fd_sc_hd__or2_2              9
sky130_fd_sc_hd__nor4_1            14
sky130_fd_sc_hd__edfxtp_1          87
sky130_fd_sc_hd__and2_1            12
sky130_fd_sc_hd__nor3_1            47
[timing repair]
action / CTS / global route
buffers inserted: 7 / 11
gates resized: 22 / 70
gates cloned: 0 / 0
pin swaps: 13 / 33
endpoints found under the setup margin: 3 / 6
[final cells by class]
class                      instances  share of cell area
tap                              518              0.0425
clock inverter                    15              0.0123
timing repair buffer             228               0.120
sequential                       147               0.250
clock buffer                      17              0.0279
multi-input combinational       1195               0.530
inverter                          67              0.0173
